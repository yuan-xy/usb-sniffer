**flow/config.mk**
```make
export PLATFORM = sky130hd
export DESIGN_NAME = pwm
export DESIGN_NICKNAME = pwm
export VERILOG_FILES = /design/flow/design.v
export SDC_FILE = /design/flow/constraint.sdc
export NUM_CORES = 4
export LEC_CHECK = 1
export CORE_AREA = 10 10 70 70
export DIE_AREA = 0 0 80 80
```
**flow/constraint.sdc**
```tcl
current_design pwm

set clk_period 1.5
set clk_io_pct 0.2

create_clock -name clk0 -period $clk_period [get_ports {clk_i}]

set non_clock_inputs [all_inputs -no_clocks]
set_input_delay [expr $clk_period * $clk_io_pct] -clock clk0 $non_clock_inputs
set_output_delay [expr $clk_period * $clk_io_pct] -clock clk0 [all_outputs]
```
**flow/design.v**
```verilog
`timescale 1ns / 1ps
module usb_sniffer (
  input         t_usb_clk_i,
  output        t_usb_stp_o,
  input         t_usb_dir_i,
  input         t_usb_nxt_i,
  inout   [7:0] t_usb_d_io,
  input   [2:0] cmp_dm_i,
  input   [2:0] cmp_dp_i,
  input         ifclk_i,
  output        slrd_o,
  output        slwr_o,
  output        sloe_o,
  output        pktend_o,
  input         flaga_i,
  input         flagb_i,
  input         flagc_i,
  output  [1:0] fifoaddr_o,
  output [15:0] fd_o,
  input         ctrl_clk_i,
  input         ctrl_data_i,
  input         trigger_i,
  input         jtagen_i,
  input         spare_i,
  output  [5:0] spare_o,
  output  [3:0] dbg_o
);
wire clk_i = t_usb_clk_i;
reg [1:0] trigger_r;
wire trigger_w = trigger_r[1];
always @(posedge clk_i) begin
  trigger_r <= { trigger_r[0], trigger_i };
end
reg [2:0] cmp_dm_r [0:1];
reg [2:0] cmp_dp_r [0:1];
always @(posedge clk_i) begin
  cmp_dm_r[0] <= cmp_dm_i;
  cmp_dm_r[1] <= cmp_dm_r[0];
  cmp_dp_r[0] <= cmp_dp_i;
  cmp_dp_r[1] <= cmp_dp_r[0];
end
wire [2:0] cmp_dm_sync_w = cmp_dm_r[1];
wire [2:0] cmp_dp_sync_w = cmp_dp_r[1];
wire [1:0] cmp_dm_w =
  cmp_dm_sync_w[2] ? 2'b11 :
  cmp_dm_sync_w[1] ? 2'b10 :
  cmp_dm_sync_w[0] ? 2'b01 : 2'b00;
wire [1:0] cmp_dp_w =
  cmp_dp_sync_w[2] ? 2'b11 :
  cmp_dp_sync_w[1] ? 2'b10 :
  cmp_dp_sync_w[0] ? 2'b01 : 2'b00;
wire [15:0] ctrl_w;
ctrl ctrl_inst (
  .clk_i(clk_i),
  .ctrl_clk_i(ctrl_clk_i),
  .ctrl_data_i(ctrl_data_i),
  .ctrl_o(ctrl_w)
);
wire reset_w  = ctrl_w[0];
wire enable_w = ctrl_w[1];
wire [1:0] speed_w = { ctrl_w[3], ctrl_w[2] };
wire test_w   = ctrl_w[4];
wire [7:0] capture_data_w;
wire       capture_valid_w;
wire       capture_ack_w;
usb_capture usb_capture_inst (
  .reset_i         (reset_w),
  .usb_clk_i       (t_usb_clk_i),
  .usb_stp_o       (t_usb_stp_o),
  .usb_dir_i       (t_usb_dir_i),
  .usb_nxt_i       (t_usb_nxt_i),
  .usb_d_io        (t_usb_d_io),
  .usb_dm_i        (cmp_dm_w),
  .usb_dp_i        (cmp_dp_w),
  .int_data_o      (capture_data_w),
  .int_valid_o     (capture_valid_w),
  .int_ack_i       (capture_ack_w),
  .ctrl_enable_i   (enable_w),
  .ctrl_speed_i    (speed_w),
  .trigger_i       (trigger_w)
);
wire if_ready_w = !flagb_i;
wire wr_ready_w;
reg [7:0] buf_r = 8'h00;
reg buf_valid_r = 1'b0;
wire wr_en_w = wr_ready_w && buf_valid_r && capture_valid_w;
wire [15:0] wr_data_w = { capture_data_w, buf_r };
assign capture_ack_w = capture_valid_w && (wr_ready_w || !buf_valid_r);
always @(posedge clk_i) begin
  if (reset_w) begin
    buf_valid_r <= 1'b0;
  end else if (!buf_valid_r && capture_valid_w) begin
    buf_r <= capture_data_w;
    buf_valid_r <= 1'b1;
  end else if (wr_en_w) begin
    buf_valid_r <= 1'b0;
  end
end
wire [15:0] rd_data_w;
wire rd_valid_w;
fifo_sync #(
  .W(16)
) fifo_sync_i (
  .reset_i(reset_w),
  .wr_clk_i(clk_i),
  .wr_data_i(wr_data_w),
  .wr_en_i(wr_en_w),
  .wr_ready_o(wr_ready_w),
  .rd_clk_i(ifclk_i),
  .rd_data_o(rd_data_w),
  .rd_en_i(rd_valid_w && if_ready_w),
  .rd_valid_o(rd_valid_w)
);
reg [2:0] reset_sync_r = 3'b000;
always @(posedge ifclk_i) begin
  reset_sync_r <= { reset_w, reset_sync_r[2:1] };
end
reg pktend_r = 1'b0;
always @(posedge ifclk_i) begin
  pktend_r <= if_ready_w && reset_sync_r[1] && !reset_sync_r[0];
end
reg [1:0] test_sync_r = 2'b00;
wire test_sync_w = test_sync_r[1];
always @(posedge ifclk_i) begin
  test_sync_r <= { test_sync_r[0], test_w && !reset_w };
end
function [15:0] rng_next(input [15:0] state);
reg [15:0] tmp1, tmp2;
begin
  tmp1 = state ^ { state[8:0], 7'h0 };
  tmp2 = tmp1 ^ { 9'h0, tmp1[15:9] };
  rng_next = tmp2 ^ { tmp2[7:0], 8'h0 };
end
endfunction
reg [15:0] rng_r;
always @(posedge ifclk_i) begin
  if (!test_sync_w)
    rng_r <= rng_next(16'h6c41);
  else if (if_ready_w)
    rng_r <= rng_next(rng_r);
end
assign slwr_o     = if_ready_w && (test_sync_w ? 1'b1 : rd_valid_w);
assign pktend_o   = test_sync_w ? 1'b0 : pktend_r;
assign fd_o       = jtagen_i ? 16'hzzzz : (test_sync_w ? rng_r : rd_data_w);
assign slrd_o     = 1'b0;
assign sloe_o     = 1'b0;
assign fifoaddr_o = 2'b00;
wire pwm_out;
parameter duty_cycle = 8'd128;  
breathing  breathing_inst (
  .clk_i(clk_i),
  .duty_cycle(duty_cycle),
  .pwm_out(pwm_out)
);
assign dbg_o   = {jtagen_i|spare_i, test_sync_w, if_ready_w, pwm_out};
assign spare_o = {t_usb_clk_i, ifclk_i, ctrl_clk_i, trigger_i, jtagen_i, 1'b1};
endmodule
module pwm (
    input wire clk_i,           
    input wire [7:0] duty_cycle,  
    output reg pwm_out        
);
    reg [7:0] pwm_count;        
    initial begin
            pwm_count <= 8'b0;
            pwm_out <= 1'b0;
    end
    always @(posedge clk_i) begin
        begin
            pwm_count <= pwm_count + 1;
            if (pwm_count < duty_cycle) begin
                pwm_out <= 1'b1;
            end else begin
                pwm_out <= 1'b0; 
            end
        end
    end
endmodule
module breathing (
    input wire clk_i,
    input wire [7:0] duty_cycle,
    output reg pwm_out 
);
    reg [7:0] pwm_count;       
    reg [26:0] breath_count;   
    reg [26:0] duty_count;   
    reg [7:0] current_duty;  
    reg breath_dir;         
    parameter FREQ = 27'd48_000_000;  
    initial begin
        pwm_count <= 8'b0;
        pwm_out <= 1'b0; 
        breath_count <= 16'b0; 
        current_duty <= 8'b0;
        breath_dir <= 1'b0; 
        duty_count <= 16'b0;
    end
    always @(posedge clk_i) begin
        pwm_count <= pwm_count + 1;
        breath_count <= breath_count + 1;
        duty_count <= duty_count +1;
        if (breath_count >= FREQ) begin
            breath_count <= 16'b0;
            breath_dir <= !breath_dir;
        end
        if (duty_count >= FREQ/duty_cycle) begin
            duty_count <= 0;
            if (breath_dir == 1'b0) begin
                current_duty <= current_duty + 1;
            end else begin
                current_duty <= current_duty - 1;
            end
        end    
        if (pwm_count <= current_duty) begin
            pwm_out <= 1'b1;
        end else begin
            pwm_out <= 1'b0;
        end
    end
endmodule
```
**flow/run.sh**
```bash
#!/bin/bash
# OpenROAD 26Q1-2900-gdf79404cd8, Yosys 0.63+post, stock flow scripts
make -C /OpenROAD-flow-scripts/flow DESIGN_CONFIG=/design/flow/config.mk WORK_HOME=/design/flow/orfs finish
```
==> flow_summary_export.csv <==
group,metric,value,unit
outcome,outcome,"complete, no violations",
detailed_routing,detailedRoute.firstIterationViolations,13,
floorplan,io-pin-count,10,
critical_path,worst_ep_required,1200,ps
power_and_ir_drop,clock_power_share,39.3,%
clock_tree,clock.latency.late_pin,260,ps
flow_run,tool_warnings,25,
synth,number_of_flops_mapped_to_enable_cells_by_yosys,0,
sta,final-setup-viol-count,0,
critical_path,crit_arrival,1030,ps
synth,synth-cells-yosys,52,
floorplan,die_y,80,um
critical_path,path_buffers,1,
critical_path,critical_path.max_stage_delay,460,ps
grt,grt_max_degree,6,
sta,max_slew.worst_pin.slew,205,ps
power_and_ir_drop,irDropWorstVdd,205,uV
grt,global_route.overflow_total,0,
detailed_routing,antenna-diode-count,0,
synth,synthesis.instances,52,
synth,mux_share,0,%
synth,synth.area.top_cells,"sky130_fd_sc_hd__dfxtp_1 38%, sky130_fd_sc_hd__ha_1 21%, sky130_fd_sc_hd__xor2_1 7.4%",
power_and_ir_drop,power_switching_share,19.3,%
sta,maxClockFrequency,0.751,GHz
sta,final.period_utilization,88.7,%
clock_tree,htreeDepth,1,
clock_tree,cts_root_buffer,"sky130_fd_sc_hd__clkbuf_4",
critical_path,critical_path.cell_chain,"clkdlybuf4s50_1",
synth,cell_area_after_synthesis,474,um2
power_and_ir_drop,pwr-share-comb,7.9,%
grt,grt_first_pass_wirelength,1540,um
layout,comb_area,264,um2
clock_tree,cts_tree,"built",
power_and_ir_drop,netSwitchingPower,0.0875,mW
critical_path,cp.depth,1,
synth,synth-xor-area-share,11.1,%
critical_path,critPathLaunchType,"flip-flop",
floorplan,core_area,3420,um2
sta,unrepaired_setup_endpoints_after_global_routing,"no",
sta,maxSlewHeadroom,86.3,%
detailed_routing,drt_pass1_iterations,2,
grt,grtUsageTotal,2.92,%
synth,avgSynthCellArea,9.12,um2
place,port-buffer-count,9,
layout,flow.area_growth_from_synthesis,36.7,%
sta,final.setup.tns,0,ps
grt,number_of_global_route_vias_before_repair,377,
critical_path,crit_end,"pwm_out",
detailed_routing,routed_wl,822,um
critical_path,slowest_cell_on_the_critical_path,"sky130_fd_sc_hd__clkdlybuf4s50_1",
flow_run,maxCapViolations,0,
floorplan,die_area,6400,um2
clock_tree,post-cts-setup-buffers,0,
critical_path,worst_setup_ep_type,"primary output",
detailed_routing,wl_per_cell,7.41,um
layout,sequential_cell_area,180,um2
place,post-dp-hpwl,724,um
synth,synth_cell_types,15,
sta,post-route-min-period,1330,ps
synth,synth_chip_area,474,um2
power_and_ir_drop,cellLeakagePower,0.294,nW
clock_tree,number_of_resized_instances_in_the_post_cts_repair_step,0,
layout,num-fill-cells,378,
synth,synth.yosys.warnings,2,
critical_path,worstRegToRegCells,4,
layout,drive_gt1_share,9.23,%
layout,stdcell_area,648,um2
floorplan,floorplan.initialDensity,13.9,%
critical_path,critPathMaxFanout,1,
grt,antenna_found_initial,0,
clock_tree,post_cts_hold_buffer_count,0,
sta,report.final.slew_viol_count,0,
detailed_routing,via_count,368,
synth,top_logic_kind,"adder cells",
floorplan,placementRows,21,
power_and_ir_drop,power.internal,0.366,mW
clock_tree,clock_buffer_count_from_cts,3,
power_and_ir_drop,power.density,699,nW/um2
detailed_routing,drc,0,
floorplan,die-width,80,um
clock_tree,clock_sink_count,9,
sta,clock_skew,8.43,ps
critical_path,critPathTopFamily,"buffers and inverters",
clock_tree,clk_pin_slew_worst_paths,60,ps
critical_path,setup.worst_path.class,"reg2out",
synth,yosys_most_used_dff,"sky130_fd_sc_hd__dfxtp_1",
place,gp_congestion,0.743,
sta,final_hold_viol_count,0,
synth,ys_async_sr_fraction,0,%
synth,synth.yosys.seq_area_share,38.0,%
synth,synth_top_cell_by_area,"sky130_fd_sc_hd__dfxtp_1",
synth,synth-seq-cells,9,
critical_path,critical_path.reg2reg.startpoint,"pwm_count[2]$_DFF_P_",
power_and_ir_drop,seq_power_share,52.8,%
critical_path,setup_slack_of_the_most_critical_reg_to_reg_path,390,ps
detailed_routing,drtAntennaViolNets,0,
synth,synth_top_area_share,38.0,%
critical_path,r2r-end,"pwm_out$_DFF_P_",
synth,simple_gate_area_share,16.6,%
synth,post_synth_fa_ha_maj_area_fraction,21.1,%
min_path,min-delay-path-class,"reg2reg",
detailed_routing,routed_via_density,3.32,
synth,synthAoiAreaFrac,6.86,%
critical_path,cp-startpoint,"pwm_out$_DFF_P_",
clock_tree,cts_max_path_buffers,2,
place,placed_cell_area,622,um2
[kinds of logic after synthesis]
kind of cell | after synthesis
DFF | 9
adders and majority gates | 8
xor gates and xnor gates | 6
and+or+nand+nor | 15
buffers and inverters | 8
AOI/OAI and AO/OA | 6
[layout by cell type, fill, tap and decap left out, drive strengths merged]
cell,synthesis,routed
o211ai,1,1
ha,8,8
inv,8,8
xnor2,2,2
dfxtp,9,9
clkdlybuf4s50,0,9
o21ai,1,1
nor3,1,1
nand3,5,5
clkbuf,0,4
a21oi,4,4
nor2b,1,1
nor2,3,3
xor2,4,4
nand2,5,5
[Yosys cell counts (2+ instances only)]
| library cell | n |
|---|---|
| sky130_fd_sc_hd__nand3_1 | 4 |
| sky130_fd_sc_hd__ha_1 | 8 |
| sky130_fd_sc_hd__a21oi_1 | 4 |
| sky130_fd_sc_hd__xor2_1 | 4 |
| sky130_fd_sc_hd__nor2_1 | 3 |
| sky130_fd_sc_hd__dfxtp_1 | 9 |
| sky130_fd_sc_hd__xnor2_1 | 2 |
| sky130_fd_sc_hd__inv_1 | 8 |
| sky130_fd_sc_hd__nand2_1 | 4 |
[worst min-delay path by stage]
stage	cells after the start	to	slack (ps)	startpoint
after CTS	1	pwm_count[0]$_DFF_P_	440	pwm_count[0]$_DFF_P_
after global routing	1	pwm_count[0]$_DFF_P_	470	pwm_count[0]$_DFF_P_
final	1	pwm_count[0]$_DFF_P_	440	pwm_count[0]$_DFF_P_
[per-layer routing]
layer	wire [um]	up-vias	global-route usage [%]	part of all wire (%)
met5	0	-	0	0
met4	8	0	0.352	0.97
met3	94	2	2.05	11
met2	335	9	4.17	41
met1	384	157	3.61	47
li1	-	200	-	-
[sequential cells by signal (all words and copies together) (netlist names)]
name and count:
pwm_count 8, pwm_out 1
[power groups by stage]
stage         Clock (mW)  Sequential (mW)  Combinational, mW
finish             0.178            0.239             0.0360
global route       0.200            0.239             0.0412
CTS                0.186            0.239             0.0368
[area by class of cell]
class                           instances  area share [%]
Timing Repair Buffer                    9            13.9
Sequential cell                         9            27.8
Multi-Input combinational cell         35            40.7
Inverter                                8            4.63
Tap cell                               46            8.88
Clock buffer                            4            4.05
[metrics by stage]
stage	hold slack, ps	util (%)	worst slack [ps]	total power [mW]	std cells
2_1_floorplan	405	-	463	0.258	52
3_3_place_gp	422	18.2	-97.8	0.281	107
3_5_place_dp	428	18.2	-93.3	0.281	107
4_1_cts	444	19.0	151	0.462	111
5_1_grt	471	19.0	105	0.480	111
6_report	440	19.0	169	0.453	111
Power and IR drop assume default switching activity.
